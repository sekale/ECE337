[flow/config.mk]
export PLATFORM = sky130hd
export DESIGN_NAME = flex_counter
export DESIGN_NICKNAME = flex_counter
export VERILOG_FILES = /design/flow/design.v
export SDC_FILE = /design/flow/constraint.sdc
export NUM_CORES = 4
export LEC_CHECK = 1
export CORE_AREA = 10 10 70 70
export DIE_AREA = 0 0 80 80
[flow/constraint.sdc]
current_design flex_counter

set clk_period 3.7
set clk_io_pct 0.2

create_clock -name clk0 -period $clk_period [get_ports {clk}]

set non_clock_inputs [all_inputs -no_clocks]
set_input_delay [expr $clk_period * $clk_io_pct] -clock clk0 $non_clock_inputs
set_output_delay [expr $clk_period * $clk_io_pct] -clock clk0 [all_outputs]
[flow/design.v]
module flex_counter
#(
	parameter NUM_CNT_BITS = 4
)
(
	input wire clk,
	input wire n_rst,
	input wire count_enable,
	input reg[NUM_CNT_BITS - 1:0] rollover_val,
	output reg rollover_flag,
	output wire [NUM_CNT_BITS - 1: 0] count_out
);
	reg checkval;
	reg[NUM_CNT_BITS - 1:0] ctr;
	reg current_flag;
	reg next_flag;
	reg[NUM_CNT_BITS - 1:0] ctr_next;
assign count_out = ctr;
assign rollover_flag = current_flag;
always_ff @(posedge clk, negedge n_rst)
begin : REG_LOGIC
	if(1'b0 == n_rst)
	begin
	ctr <= '0;
	end
	else begin
	ctr <= ctr_next;
	end
end
always_ff @(posedge clk, negedge n_rst)
begin:FLAG_LOGIC
	if(1'b0 == n_rst)
	begin
	current_flag <='0;
	end
	else
	begin
	current_flag <= next_flag;
	end
end
always_comb
begin : NXT_LOGIC
	if(count_enable == 1)
	begin
		ctr_next = ctr + 1;
		next_flag = 1'b0;
		checkval = 0;
		if(ctr_next == rollover_val)
		begin
			next_flag = 1'b1;
			checkval = 1'b1;
		end		
		if(ctr_next == rollover_val + 1)
		begin
			ctr_next = 1;
			checkval = 1'b1;
		end
	end
	else begin
		ctr_next = ctr;
		next_flag = 1'b0;
		checkval = 1'b0;
	end
end
endmodule
[flow/run.sh]
#!/bin/bash
# OpenROAD 26Q1-2900-gdf79404cd8, Yosys 0.63+post, stock flow scripts
make -C /OpenROAD-flow-scripts/flow DESIGN_CONFIG=/design/flow/config.mk WORK_HOME=/design/flow/orfs finish
==> out/metrics.yaml <==
tightest_slew_ns: 0.3303
htreeDepth: 1
slowest_stage: "clkdlybuf4s50_1"
drv_cap: 0
ys_area_um2: 376.6
min_to: "ctr[3]"
clock_skew_ns: 0.008559
drtIter0Drc: 15
hold_buffers: 0
busiest_layer: "met1"
path_class: "in -> reg"
finalClockPeriodUsage: 0.5885
io_pins: 12
vias_per_cell: 3.156
cp_max_fo: 4
status: "finished clean"
cp_cell_sequence: "clkdlybuf4s50_1 -> xnor2_1 -> xor3_1 -> nor3_2 -> a21oi_1"
cts_setup_buffers: 0
fillCellCount: 396
warning_count: 25
comb_area_um2: 247.7
gp_congestion: 0.7396
slew_violations: 0
rr_startpoint: "ctr[0]"
netlist_area_um2: 376.6
antenna_found_initial: 0
finalSetupViolCount: 0
simple_gate_area_frac: 0.1561
synth-edff-count: 0
ys_seq_frac: 0.3322
crit_arrival_ns: 2.28
cts_tree: "built"
min_path_type: "reg -> reg"
initCoreUtil: 0.1103
seq_area_um2: 125.1
r2r-end: "ctr[1]"
synthAdderAreaFrac: 0.06645
cts_buffers: 3
grt_overflow: 0
grt_pass1_vias: 337
die_height_um: 80
gr-usage-met1: 0.04625
xor_share: 0.2957
avgSynthCellArea_um2: 10.46
flop_cell: "dfrtp_1"
endpoint_kind: "flip-flop"
fin_tns_setup_ns: 0
yosys_warnings: 2
fin_area_um2: 566.8
yosysCellCount: 36
relSlewSlack: 0.7791
finalHoldViolations: 0
syn2layout_area_growth_pct: 50.50
leakage_nw: 0.2190
p_per_area_nw_per_um2: 752.9
fmax_ghz: 0.4593
drt_wl_total_um: 946
cp_slowest_stage_delay_ns: 0.44
period_needed_ns: 2.177
grt_max_degree: 10
diodes: 0
layout-drive-gt1-share: 0.1000
syn_inst: 36
top_area_cell: "dfrtp_1"
startpoint_type: "input pin"
drt_pass1_iterations: 2
clk_latency_ns: 0.24
track_usage: 0.03158
topCombFamilyByArea: "XOR/XNOR gates"
placed_area_um2: 540.5
synth_top_area_share: 0.3322
fp.dieW_um: 80
topCellsByArea: "dfrtp_1 33%, xnor2_1 16%, xor2_1 7.0%"
clock_path_buffers: 2
drt.antenna.violating_nets: 0
ys.flops: 5
path_clk_slew_ns: 0.05
mux_share: 0.02658
hold-worst-slack_ns: 0.6348
cts-resized-gates: 0
vias: 303
clockRootBuffer: "clkbuf_4"
synthArstFlopShare: 1.000
dpl_worst_slack_ns: 1.281
vdd_drop_max_mv: 0.4055
ff2ff_path_depth: 5
r2r_slack_ns: 1.97
whs_path_depth: 2
setup_ws_ns: 1.523
ys_top_cells_by_count: "7 x xnor2_1, 5 x dfrtp_1, 4 x nand2_1, 3 x a21oi_1, 3 x xor2_1"
rows: 21
chipArea_um2: 6400
cp_data_required_time_ns: 3.80
grt_first_pass_wirelength_mm: 1.614
grt_util_met3: 0.02045
grt_setup_unrepaired: "false"
ys_types: 18
grtUsageMet2: 0.03852
drc: 0
clock_sinks: 5
post-synth-top-count-cell: "xnor2_1"
min_from: "ctr[3]"
routedWlPerCell_um: 9.854
utilization: 0.1659
place_hpwl_um: 764.1
compound_area_frac: 0.1130
io_buffers: 11
power_mw: 0.4267
coreArea_um2: 3416
place_inst: 92
final_cell_count_no_fill: 96
layout make-up:
cell class              instances  area share
multi-input cells              30      0.4371
flip-flops and latches          5      0.2208
repair buffers                 11      0.1943
well taps                      46      0.1015
clock buffers                   4     0.04636
routing by layer:
layer	vias to the layer above	share of wire
met5	-	0
met4	0	0
met3	0	0.098
met2	11	0.34
met1	138	0.56
li1	154	-
where the power goes:
| group | switching [mW] | internal, mW |
|---|---|---|
| sequential | 0.0317 | 0.0800 |
| clock | 0.0223 | 0.0408 |
| combinational | 0.0977 | 0.154 |
how the worst max path moves through the flow:
stage	to	startpoint	slack (ns)	cells past startpoint
6_report	ctr[1]	rollover_val[3]	1.52	5
5_1_grt	ctr[1]	rollover_val[3]	1.44	5
4_1_cts	ctr[1]	rollover_val[3]	1.52	5
flip-flops by register name, summed over array words and instances (netlist names):
signal / flops
current_flag: 1
ctr: 4
logic make-up (layout without fill, tap and decap cells):
logic type / count (synthesis) / in the layout
mux: 1 / 1
simple gates: 10 / 10
buf+inv: 1 / 15
flops: 5 / 5
fa+ha+maj: 2 / 2
compound gates: 6 / 6
xor+xnor: 11 / 11
placed cells by master, fill, tap and decap left out, types with 2 or more instances in the layout:
| cell type | instances |
|---|---|
| dfrtp_1 | 5 |
| clkbuf_4 | 3 |
| xor2_1 | 3 |
| xnor2_1 | 7 |
| ha_1 | 2 |
| clkdlybuf4s50_1 | 11 |
| nand2_1 | 4 |
| a21oi_1 | 3 |
critical path: cells and delay by family:
family	cells	cell delay (ns)
simple gates	1	0.33
compound gates	1	0.12
xor+xnor	2	0.65
buf+inv	1	0.44
Power and IR drop assume default switching activity.
